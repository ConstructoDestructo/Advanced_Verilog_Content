$ cat ./config.mk
export PLATFORM = sky130hd
export DESIGN_NAME = universal_shift_reg
export DESIGN_NICKNAME = universal_shift_reg
export VERILOG_FILES = /design/flow/design.v
export SDC_FILE = /design/flow/constraint.sdc
export NUM_CORES = 4
export LEC_CHECK = 1
export CORE_AREA = 10 10 71 71
export DIE_AREA = 0 0 81 81
export SYNTH_HDL_FRONTEND = slang
$ cat ./constraint.sdc
current_design universal_shift_reg

set clk_period 1.8
set clk_io_pct 0.2

create_clock -name clk0 -period $clk_period [get_ports {clk}]

set non_clock_inputs [all_inputs -no_clocks]
set_input_delay [expr $clk_period * $clk_io_pct] -clock clk0 $non_clock_inputs
set_output_delay [expr $clk_period * $clk_io_pct] -clock clk0 [all_outputs]
$ cat ./design.v
`timescale 1ns / 1ps
module d_ff_async_reset_sync_enable #(parameter N = 1)(
output logic [(N-1):0] d_ff_output,
input logic reset,clk,enable,
input logic [(N-1):0] data 
    );
    always_ff @(posedge clk, posedge reset)
    begin
        if(reset)
            d_ff_output <= 1'b0;
        else if(enable)
            d_ff_output <= data;
    end
endmodule
`timescale 1ns / 1ps
module mux_n_to_1_generic #(
    parameter N = 2, 
    parameter M = 1,
    parameter SELECT_WIDTH = (N > 1) ? $clog2(N) : 1
)(
    output logic [M-1:0] mux_output,
    input  logic         enable,
    input  logic [M-1:0] data [N-1:0],  
    input  logic [SELECT_WIDTH-1:0] select
);
    always_comb begin
        if (enable) begin
            mux_output = data[select];
        end else begin
            mux_output = '0; 
        end
    end
endmodule
`timescale 1ns / 1ps
module universal_shift_reg #(parameter N = 8)(
    output logic [(N-1):0] shift_reg_output,
    input logic clk, reset, enable,
    input logic [(N-1):0] shift_reg_input,
    input logic [1:0] select
);
    logic [N-1:0] r_next, r_reg;
    logic [N-1:0] mux_inputs [3:0];
    d_ff_async_reset_sync_enable #(.N(N)) dff (
        .d_ff_output(r_reg),
        .reset(reset),
        .clk(clk),
        .enable(enable),
        .data(r_next)  
    );
    mux_n_to_1_generic #(.N(4), .M(N)) mux1 (
        .mux_output(r_next),
        .enable(1'b1),         
        .data(mux_inputs),    
        .select(select)
    );
    assign mux_inputs[0] = r_reg;                                      
    assign mux_inputs[1] = {r_reg[N-2:0], shift_reg_input[0]};         
    assign mux_inputs[2] = {shift_reg_input[N-1], r_reg[N-1:1]};       
    assign mux_inputs[3] = shift_reg_input;                            
    assign shift_reg_output = r_reg;
endmodule
$ cat ./run.sh
#!/bin/bash
# OpenROAD 26Q1-2900-gdf79404cd8, Yosys 0.63+post, stock flow scripts
make -C /OpenROAD-flow-scripts/flow DESIGN_CONFIG=/design/flow/config.mk WORK_HOME=/design/flow/orfs finish
==> impl_metrics.ini <==
; yosys + openroad results
[logic_synthesis]
ys_ff = 8
ys_cells = 50
synthDistinctLibCells = 23
ys_warn_count = 0
synth_area_per_cell_um2 = 9.68
ys_area_um2 = 484
synth_area_um2 = 484
ys_seq_frac = 0.413
synth_cells = 50

[clock_tree]
post_cts_resized = 0
root_buffer = clkbuf_8
path_clk_slew_ns = 0.04
clock-sinks = 8
cts.htree.levels = 1
clock_latency_ns = 0.23
numCtsBuffers = 3
clock_path_buffers = 2
cts_hold_buf = 0
cts_tree = yes
cts_setup_buffers = 0

[route]
num_antenna_cells = 0
route.detailed.drc = 0
top_layer_used = met4
vias = 458
ant_nets = 0
drt-initial-drc-count = 4
wl_met3_um = 134
first_pass_iters = 3
drt-met1-wl_um = 723
wl_mm = 1.51
wl_per_cell_um = 12.5
vias_per_cell = 3.79
dr_wl_met2_um = 625

[final_timing]
tightest_slew_ns = 0.371
clock.fmax_mhz = 676
finClkSkew_ns = 0.000912
holdWs_ns = 0.383
timing.final.hold_violations = 0
relSlewSlack = 0.752
tns_ns = 0
finalCritPeriodShare = 0.822
slew_viol_final = 0
rsz0062_at_grt = no
setup_viol = 0
min_period_ns = 1.48

[placement]
placed_area_um2 = 756
gp_congestion = 0.755
dp_hpwl_mm = 1.20
io_buffers = 20

[final_layout]
drive_gt1_frac = 0.137
final_core_util = 0.219
synthToLayoutAreaGrowth_pct = 64.6
mostFrequentLayoutCell = clkdlybuf4s50_1
finalInstanceArea_um2 = 797
lay_top_cells = clkdlybuf4s50_1, dfrtp_1, o22ai_1, a21oi_1, nor2_1

[global_routing]
antenna_found_initial = 0
grt-ovfl-total = 0
grt_max_degree = 15
grt_pass1_wl_mm = 2.44
grt_pass1_vias = 467
track_usage = 0.0464

[worst_setup_path]
r2r_cells = 3
cpMaxStageDelayCell = clkdlybuf4s50_1
critPathTopFamily = buffers and inverters
crit_type = flop to output port
critPathArrivalTime_ns = 1.12
cp-end-kind = output port
crit_fanout = 4
crit_chain = clkdlybuf4s50_1
worst-path-stages = 1
crit_required_ns = 1.44
max_stage_delay_ns = 0.49
path_buffers = 1
rrSetupSlack_ns = 0.76
critPathLaunchType = flop

[die]
die-area_mm2 = 0.00656
die_height_um = 81
die_w_um = 81
fp_util = 0.133
coreArea_mm2 = 0.00363
io-pin-count = 21
num_rows = 22

[worst_hold_path]
hp-class = input port to async pin

[run_status]
outcome = complete, no violations

[run]
warnings = 25
drv_cap = 0

[pwr]
powerDensity_mw_per_mm2 = 821
p_leak_nw = 0.305
vdd_ir_drop_max_uv = 273
## report_power, final
group	total [mW]	internal, mW	switching [mW]
clock network	0.219	0.145	0.0739
registers	0.246	0.212	0.0336
logic	0.189	0.129	0.0607
total	0.654	0.486	0.168
## final cells by class
type | instances | area [um^2]
Fill cell | 394 | 2840
Multi-Input combinational cell | 37 | 256
Timing Repair Buffer | 22 | 228
Sequential cell | 8 | 200
Tap cell | 48 | 60.1
Clock buffer | 3 | 41.3
Inverter | 3 | 11.3
## path summary, 6_finish.rpt
path	start	to
min in group clk0	flop	flop
hold / removal	reset	async pin
setup / recovery	flop	shift_reg_output[1]
setup reg to reg	flop	flop
max in group asynchronous	reset	async pin
hold reg to reg	flop	flop
## cell families after synthesis
| kind of cell | synth area share |
|---|---|
| mux | 0.145 |
| simple gates | 0.127 |
| flops | 0.413 |
| buf+inv | 0.0568 |
| compound gates | 0.258 |
## stage by stage
stage               setup WS [ns]  cells  power (mW)
floorplan                   0.705     50       0.319
global placement            0.114    118       0.437
detailed placement         0.0958    118       0.440
CTS                         0.314    121       0.661
global route                0.229    121       0.690
finish                      0.320    121       0.654
## routing by layer
| metal | global-route usage | vias up |
|---|---|---|
| met1 | 0.0643 | 206 |
| li1 | - | 232 |
| met5 | 0 | - |
| met3 | 0.0223 | 5 |
| met2 | 0.0645 | 15 |
| met4 | 0.00865 | 0 |
## synthesized netlist by cell type
| master | count | share of area |
|---|---|---|
| dfrtp_1 | 8 | 0.41 |
| a21oi_1 | 6 | 0.062 |
| o22ai_1 | 6 | 0.078 |
| nor2_1 | 5 | 0.039 |
| inv_1 | 3 | 0.023 |
| mux2_2 | 3 | 0.070 |
| nand2_1 | 2 | 0.016 |
| o21a_1 | 2 | 0.031 |
| a221oi_2 | 1 | 0.031 |
| a32oi_1 | 1 | 0.018 |
| and2_1 | 1 | 0.013 |
| and2b_1 | 1 | 0.016 |
| buf_2 | 1 | 0.010 |
| buf_6 | 1 | 0.023 |
| mux2_1 | 1 | 0.023 |
| mux2_4 | 1 | 0.031 |
| mux2i_1 | 1 | 0.021 |
| nand3b_1 | 1 | 0.016 |
| nor2b_1 | 1 | 0.013 |
| o21ai_0 | 1 | 0.010 |
| o21ai_1 | 1 | 0.010 |
| o22a_1 | 1 | 0.018 |
| or2b_1 | 1 | 0.016 |
Power and IR drop assume default switching activity.
